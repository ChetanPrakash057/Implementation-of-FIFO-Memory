==> ./design.v <==
module fifo_memory(out,fifo_full, fifo_empty, fifo_threshold, fifo_overflow, fifo_underflow,clk, rst_n, wr, rd, in);  
  input wr, rd, clk, rst_n;  
  input[7:0] in;   
  output[7:0] out;  
  output fifo_full, fifo_empty, fifo_threshold, fifo_overflow, fifo_underflow;  
  wire[4:0] wrptr,rdptr;  
  wire fifo_we,fifo_rd;   
  write_pointer top1(wrptr,fifo_we,wr,fifo_full,clk,rst_n);  
  read_pointer top2(rdptr,fifo_rd,rd,fifo_empty,clk,rst_n);  
  memory_array top3(out, in, clk,fifo_we, wrptr,rdptr);  
  status_signal top4(fifo_full, fifo_empty, fifo_threshold, fifo_overflow, fifo_underflow, wr, rd, fifo_we, fifo_rd, wrptr,rdptr,clk,rst_n);  
 endmodule  
 module memory_array(out, in, clk,fifo_we, wrptr,rdptr);  
  input[7:0] in;  
  input clk,fifo_we;  
  input[4:0] wrptr,rdptr;  
  output[7:0] out;  
  reg[7:0] out2[15:0];  
  wire[7:0] out;  
  always @(posedge clk)  
  begin  
   if(fifo_we)   
      out2[wrptr[3:0]] <=in ;  
  end  
  assign out = out2[rdptr[3:0]];  
 endmodule  
 module read_pointer(rdptr,fifo_rd,rd,fifo_empty,clk,rst_n);  
  input rd,fifo_empty,clk,rst_n;  
  output[4:0] rdptr;  
  output fifo_rd;  
  reg[4:0] rdptr;  
  assign fifo_rd = (~fifo_empty)& rd;  
  always @(posedge clk or negedge rst_n)  
  begin  
   if(~rst_n) rdptr <= 5'b00000;  
   else if(fifo_rd)  
    rdptr <= rdptr + 5'b00001;  
   else  
    rdptr <= rdptr;  
  end  
 endmodule  
 module status_signal(fifo_full, fifo_empty, fifo_threshold, fifo_overflow, fifo_underflow, wr, rd, fifo_we, fifo_rd, wrptr,rdptr,clk,rst_n);  
  input wr, rd, fifo_we, fifo_rd,clk,rst_n;  
  input[4:0] wrptr, rdptr;  
  output fifo_full, fifo_empty, fifo_threshold, fifo_overflow, fifo_underflow;  
  wire fbit_comp, overflow_set, underflow_set;  
  wire pointer_equal;  
  wire[4:0] pointer_result;  
  reg fifo_full, fifo_empty, fifo_threshold, fifo_overflow, fifo_underflow;  
  assign fbit_comp = wrptr[4] ^ rdptr[4];  
  assign pointer_equal = (wrptr[3:0] - rdptr[3:0]) ? 0:1;  
  assign pointer_result = wrptr[4:0] - rdptr[4:0];  
  assign overflow_set = fifo_full & wr;  
  assign underflow_set = fifo_empty&rd;  
  always @(*)  
  begin  
   fifo_full =fbit_comp & pointer_equal;  
   fifo_empty = (~fbit_comp) & pointer_equal;  
   fifo_threshold = (pointer_result[4]||pointer_result[3]) ? 1:0;  
  end  
  always @(posedge clk or negedge rst_n)  
  begin  
  if(~rst_n) fifo_overflow <=0;  
  else if((overflow_set==1)&&(fifo_rd==0))  
   fifo_overflow <=1;  
   else if(fifo_rd)  
    fifo_overflow <=0;  
    else  
     fifo_overflow <= fifo_overflow;  
  end  
  always @(posedge clk or negedge rst_n)  
  begin  
  if(~rst_n) fifo_underflow <=0;  
  else if((underflow_set==1)&&(fifo_we==0))  
   fifo_underflow <=1;  
   else if(fifo_we)  
    fifo_underflow <=0;  
    else  
     fifo_underflow <= fifo_underflow;  
  end  
 endmodule  
 module write_pointer(wrptr,fifo_we,wr,fifo_full,clk,rst_n);  
  input wr,fifo_full,clk,rst_n;  
  output[4:0] wrptr;  
  output fifo_we;  
  reg[4:0] wrptr;  
  assign fifo_we = (~fifo_full)&wr;  
  always @(posedge clk or negedge rst_n)  
  begin  
   if(~rst_n) wrptr <= 5'b00000;  
   else if(fifo_we)  
    wrptr <= wrptr + 5'b00001;  
   else  
    wrptr <= wrptr;  
  end  
 endmodule  
==> ./run.sh <==
#!/bin/bash
# OpenROAD 26Q1-2900-gdf79404cd8, Yosys 0.63+post, stock flow scripts
make -C /OpenROAD-flow-scripts/flow DESIGN_CONFIG=/design/flow/config.mk WORK_HOME=/design/flow/orfs finish
==> ./config.mk <==
export PLATFORM = sky130hd
export DESIGN_NAME = fifo_memory
export DESIGN_NICKNAME = fifo_memory
export VERILOG_FILES = /design/flow/design.v
export SDC_FILE = /design/flow/constraint.sdc
export NUM_CORES = 4
export LEC_CHECK = 1
export CORE_UTILIZATION = 30
==> ./constraint.sdc <==
current_design fifo_memory

set clk_period 4.8
set clk_io_pct 0.2

create_clock -name clk0 -period $clk_period [get_ports {clk}]

set non_clock_inputs [all_inputs -no_clocks]
set_input_delay [expr $clk_period * $clk_io_pct] -clock clk0 $non_clock_inputs
set_output_delay [expr $clk_period * $clk_io_pct] -clock clk0 [all_outputs]
==> flow_summary.ini <==
; synthesis and place-and-route metrics
[drt]
top_layer = met4
num_antenna_cells = 0
drc = 0
ant_nets = 0
drtIter0Drc = 169
avgViaCountPerCell = 4.900
wire_per_inst_um = 19.92
met3_length_um = 1373
via_count = 2896
drt_pre_antenna_iters = 4
wl_met1_um = 4521
routed_wl_um = 11770
dr_wl_met2_um = 5731

[worst_setup_path]
endpoint = fifo_empty
slowest_stage = clkdlybuf4s50_1
rr_worst_depth = 8
max_stage_delay_ns = 0.56
ff2ff_setup_slack_ns = 1.50
worstPathCellList = inv_1 -> ha_1 -> and3b_1 -> or3_4 -> a2111oi_4 -> clkdlybuf4s50_1
worst_setup_path_end_kind = output pin
worstPathRequired_ns = 3.84
path_class = register to output pin
cp-startpoint = top2.rdptr[2]
cp-start-kind = register
rr_endpoint = top3.out2[10][7]
cp_max_fo = 11
reg2reg_from = top2.rdptr[2]
critical_path_arrival_ns = 3.11

[flow_run]
warning_count = 28
drv_cap = 0

[cts]
cts.clk_slew.worst_paths_ns = 0.06
cts_setup_buffers = 0
cts.sinks = 140
post_cts_resized = 0
cts_max_level = 4
cts_made_buffers = 17
clk_path_buf_depth = 2
hold_buffers = 0
cts-root-buf = clkbuf_16
clock_latency_ns = 0.41
cts_tree = done

[grt]
grt_pass1_vias = 3089
grt_pass1_wl_um = 18120
antenna_found_initial = 0
grt-ovfl-total = 0
grt_use_total_pct = 13.55
grt_max_degree = 28

[sta]
layout_setup_ws_ns = 0.7340
period_minus_slack_ns = 4.066
clock_skew_ns = 0.006505
setup-violations-final = 0
fmax_mhz = 245.9
slew_headroom_pct = 55.53
tightest_slew_ns = 0.6601
finalClockPeriodUsage_pct = 84.71
rsz0062_at_grt = no
finalHoldViolations = 0
setup_tns_ns = 0
slew_violations = 0

[synth]
synth_area_mm2 = 0.005734
yosys_most_used_dff = edfxtp_1
async_flop_share_pct = 8.571
yosysTopAreaCellShare_pct = 67.03
yosys-stat-area_mm2 = 0.005734
ys_cells = 312
syn_area_per_cell_um2 = 18.38
synth_warnings = 4
postSynthSeqShare_pct = 72.27
synthTopCellsByArea = edfxtp_1 67%, mux4_2 13%, dfrtp_1 5.2%
top_area_cell = edfxtp_1
edf_count = 128
synth_flops = 140
synthesis.instances = 312
synth_cell_types = 33

[die]
die_h_um = 140.3
core_area_mm2 = 0.01871
initial_core_util_pct = 30.66
dieArea_mm2 = 0.01967
rows = 50
num_io_pins = 25
die_w_um = 140.3

[place]
io_buffer_count = 24
place_area_mm2 = 0.006238
dp_hpwl_um = 7528
gp_congestion = 0.8870
place_ws_ns = 1.179

[final_layout]
n_fill_cell = 1686
final_cell_area_mm2 = 0.006823
drive_gt1_share_pct = 20.45
syn_to_final_growth_pct = 18.98

[pwr]
max-vdd-ir-drop_mv = 0.6825
p_per_area_mw_per_mm2 = 629.4
leakage_uw = 0.002335

[run_status]
outcome = complete, no violations

[hold_path]
hp-class = register to register
-- final cells by class --
type                            count  area (µm²)  share of cell area, %
Sequential cell                   140        4145                  60.76
Inverter                            6       22.52                 0.3301
Multi-Input combinational cell    149        1493                  21.88
Tap cell                          234       292.8                  4.291
Clock inverter                     12       147.6                  2.164
Timing Repair Buffer               30       285.3                  4.181
Clock buffer                       20       436.7                  6.400
-- where the power goes --
part,internal [µW],switching (µW)
clock network,812,473
registers,1500,85.7
logic,673,751
total,2980,1310
-- per-layer routing --
layer | vias to the layer above | global-route usage, %
met5 | - | 0
met3 | 15 | 7.593
met4 | 0 | 1.619
met2 | 126 | 21.13
met1 | 1455 | 17.80
li1 | 1300 | -
-- Yosys cell counts (all sizes together), types with 2 or more instances --
| cell | count |
|---|---|
| buf | 9 |
| ha | 9 |
| edfxtp | 128 |
| inv | 5 |
| xnor2 | 6 |
| nand2 | 37 |
| and4b | 4 |
| a31oi | 8 |
| a21oi | 3 |
| mux2 | 2 |
| and3 | 18 |
| nor2 | 8 |
| nor2b | 3 |
| xor2 | 5 |
| nand4 | 3 |
| mux4 | 32 |
| clkbuf | 8 |
| dfrtp | 12 |
-- layout by cell type, fill, tap and decap left out, types with 2 or more instances in the layout --
cell / count
a21oi_1: 3
a31oi_1: 8
and3_1: 18
and4b_1: 4
buf_4: 6
bufinv_16: 3
clkbuf_1: 3
clkbuf_16: 17
clkdlybuf4s50_1: 24
clkinv_2: 5
clkinv_4: 2
clkinvlp_4: 2
dfrtp_1: 11
edfxtp_1: 128
ha_1: 9
inv_1: 5
mux4_2: 32
nand2_1: 37
nand4_1: 3
nor2_1: 8
nor2b_1: 3
xnor2_1: 6
xor2_1: 5
-- through the flow --
stage               hold slack (ns)  power, µW  utilization [%]  std cells
finish                       0.4826       4294            36.47        591
global route                 0.5268       4522            36.47        591
CTS                          0.4864       4343            36.47        591
detailed placement           0.4774       3050            33.35        559
global placement             0.4734       3043            33.35        559
floorplan                    0.4384       2518                -        312
-- worst min-delay path by stage --
stage | start | endpoint | slack [ns] | depth (start not counted)
after CTS | top2.rdptr[4] | top2.rdptr[4] | 0.49 | 1
after global routing | top1.wrptr[4] | top1.wrptr[4] | 0.53 | 1
final | top2.rdptr[4] | top2.rdptr[4] | 0.48 | 1
-- cell families after synthesis --
family | count (synthesis) | share of synthesized area [%]
and+or+nand+nor | 80 | 7.244
buffers and inverters | 23 | 1.702
adders and majority gates | 9 | 1.964
muxes | 34 | 12.96
xor gates and xnor gates | 11 | 1.680
DFF | 140 | 72.27
AOI/OAI and AO/OA | 15 | 2.182
-- flip-flops by register name, indices dropped and copies added, names as in the netlist --
register,cells
top4.fifo_underflow,1
top4.fifo_overflow,1
top3.out2,128
top1.wrptr,5
top2.rdptr,5
-- worst max-delay path: cells and delay by family, from the launching register on --
kind | cells | cell delay (ns)
compound gates | 1 | 0.50
fa+ha+maj | 1 | 0.33
buf+inv | 2 | 0.87
flops | 1 | 0.38
simple gates | 2 | 0.61
Power is estimated from default activity; no workload was simulated.
